==> design/flow/design.v <==
module SPIPeripheral
  #( 
  )(input  var logic i_arst  
  , input  var logic i_clk  
  , input  var logic i_txDataValid   
  , input  var logic [7:0] i_txData  
  , output var logic o_rxDataValid   
  , output var logic [7:0] o_rxData  
  , input  var logic i_SPI_CLK
  , input  var logic i_SPI_PICO
  , input  var logic i_SPI_CS_n
  , inout  var logic b_SPI_POCI
  );
  logic spiPociMux;
  logic [2:0] rxBitCount_rg;
  logic [2:0] txBitCount_rg;
  logic [7:0] tempRxByte_rg;
  logic [7:0] rxByte_rg;
  logic [7:0] txByte_rg;
  logic spiPociBit_rg;
  logic preloadPoci_rg;
  logic rxDone_rg;
  logic rxDoneMeta_rg;
  logic rxDoneSync_rg;
  logic rxDonePe;
  always_ff @(posedge i_SPI_CLK, posedge i_SPI_CS_n)
    if (i_SPI_CS_n) rxBitCount_rg <= 0;
    else rxBitCount_rg <= rxBitCount_rg + 3'b001;
  always_ff @(posedge i_SPI_CLK, posedge i_SPI_CS_n)
    if (i_SPI_CS_n) rxDone_rg <= 1'b0;
    else rxDone_rg <= &rxBitCount_rg;
  always_ff @(posedge i_SPI_CLK, posedge i_SPI_CS_n)
    if (i_SPI_CS_n) tempRxByte_rg <= tempRxByte_rg;
    else tempRxByte_rg <= {tempRxByte_rg[6:0], i_SPI_PICO};
  always_ff @(posedge i_SPI_CLK, posedge i_SPI_CS_n)
    if (i_SPI_CS_n) rxByte_rg <= rxByte_rg;
    else rxByte_rg <= &rxBitCount_rg ? {tempRxByte_rg[6:0], i_SPI_PICO}
                                     : rxByte_rg;
  always_ff @(posedge i_clk, posedge i_arst)
    if (i_arst) rxDoneMeta_rg <= 1'b0;
    else rxDoneMeta_rg <= rxDone_rg;
  always_ff @(posedge i_clk, posedge i_arst)
    if (i_arst) rxDoneSync_rg <= 1'b0;
    else rxDoneSync_rg <= rxDoneMeta_rg;
  always_comb
    rxDonePe =
      rxDoneMeta_rg && !rxDoneSync_rg;
  always_ff @(posedge i_clk, posedge i_arst)
    if (i_arst) o_rxDataValid <= 1'b0;
    else o_rxDataValid <= rxDonePe;
  always_ff @(posedge i_clk, posedge i_arst)
    if (i_arst) o_rxData <= '0;
    else o_rxData <= rxDonePe ? rxByte_rg : o_rxData;
  always_ff @(posedge i_SPI_CLK, posedge i_SPI_CS_n)
    if (i_SPI_CS_n) txBitCount_rg <= 3'b111;
    else txBitCount_rg <= txBitCount_rg - 3'b001;
  always_ff @(posedge i_SPI_CLK)
    spiPociBit_rg <= txByte_rg[txBitCount_rg];
  always_ff @(posedge i_clk, posedge i_arst)
    if (i_arst) txByte_rg <= '0;
    else txByte_rg <= i_txDataValid ? i_txData : txByte_rg;
  always_ff @(posedge i_SPI_CLK, posedge i_SPI_CS_n)
    if (i_SPI_CS_n) preloadPoci_rg <= 1'b1;
    else preloadPoci_rg <= 1'b0;
  always_comb
    spiPociMux =
      preloadPoci_rg ? txByte_rg[7] : spiPociBit_rg;
  always_comb
    b_SPI_POCI =
      i_SPI_CS_n ? 1'bZ : spiPociMux;
endmodule
==> design/flow/run.sh <==
#!/bin/bash
# OpenROAD 26Q1-2900-gdf79404cd8, Yosys 0.63+post, stock flow scripts
make -C /OpenROAD-flow-scripts/flow DESIGN_CONFIG=/design/flow/config.mk WORK_HOME=/design/flow/orfs finish
==> design/flow/config.mk <==
export PLATFORM = sky130hd
export DESIGN_NAME = SPIPeripheral
export DESIGN_NICKNAME = SPIPeripheral
export VERILOG_FILES = /design/flow/design.v
export SDC_FILE = /design/flow/constraint.sdc
export NUM_CORES = 4
export LEC_CHECK = 1
export CORE_UTILIZATION = 40
==> design/flow/constraint.sdc <==
current_design SPIPeripheral

set clk_period 3.0
set clk_io_pct 0.2

create_clock -name clk0 -period $clk_period [get_ports {i_SPI_CLK}]
create_clock -name clk1 -period $clk_period [get_ports {i_clk}]

set non_clock_inputs [all_inputs -no_clocks]
set_input_delay [expr $clk_period * $clk_io_pct] -clock clk0 $non_clock_inputs
set_output_delay [expr $clk_period * $clk_io_pct] -clock clk0 [all_outputs]
==> metrics.yaml <==
outcome:
  status: "completed"
logic_synthesis:
  netlist.area_leader.share: 0.383
  ys_seq_frac: 0.766
  synth_area_per_cell_um2: 19.0
  flop_cell: "dfrtp_1"
  async_reset_ff_frac: 0.628
  edf_count: 15
  synth_chip_area_mm2: 0.00150
  synth_cell_types: 15
  syn-cell-area_mm2: 0.00150
  ys.flops: 43
  ys_top_cells_by_count: "23 x dfrtp_1, 18 x mux2_2, 15 x edfxtp_1"
  synthTopCellsByArea: "dfrtp_1 38%, edfxtp_1 30%, mux2_2 13%, dfstp_2 7.0%, mux4_1 3.5%"
  largest_area_cell: "dfrtp_1"
  yosys-stat-cells: 79
  yosysWarnings: 2
  yosysMostFrequentCell: "dfrtp_1"
  synth_cells: 79
die:
  die-height_um: 63.3
  fp_util: 0.433
  die_w_um: 63.3
  ioPinCount: 24
  die_area_mm2: 0.00401
  core_area_mm2: 0.00347
  row_count: 21
sta:
  max_slew_margin: 0.451
  grt_setup_unrepaired: "no"
  maxSlewViolCount: 0
  hold_violations: 0
  fin_setup_tns_ns: 0
  setup_viol: 0
  worstMarginPinSlew_ns: 0.821
  skew_ns: 0.00309
clock_network:
  cts_tree: "done"
  ctsResizeCount: 0
  cts_setup_buffers: 0
  cts_hold_buf: 0
  clk_pin_slew_ns: 0.08
  clock-sinks: 43
worst_setup_path:
  reg2reg_depth: 2
  critPathKind: "flip-flop to output port"
  cp-start-kind: "flip-flop"
  critPathCaptureType: "output port"
  cp.buffers_inverters: 0
  slowest_stage: "dfstp_2"
  cp_max_fo: 1
  worst_ep_arrival_time_ns: 1.10
  required_ns: 2.40
  crit_path_cell_trace: "mux2_2"
  slowest_delay_ns: 0.53
  cp_num_cells: 1
  cpLargestDelayFamily: "flip-flops"
hold_path:
  hold_class: "flip-flop to flip-flop"
  holdPathStages: 0
routing:
  drt_iter0_drc: 25
  drc: 0
  routedWlPerCell_um: 12.6
  num_vias: 702
  via_per_inst: 4.59
  wl_mm: 1.94
  dr.pass1.iters: 3
  ant_nets: 0
  diodes: 0
global_routing:
  grt_max_degree: 20
  grt-ovfl-total: 0
  grt_util_all_layers: 0.112
  grt_pass1_vias: 663
  grt_pass1_wl_mm: 3.18
  antenna_found_initial: 0
power:
  p_seq_frac: 0.613
  powerDensity_mw_per_mm2: 565
  power_uw: 1050
  clkPwrFrac: 0.344
  combPwrFrac: 0.043
  switchingPower_uw: 204
  swShare: 0.194
  ir_drop_uv: 336
  cellInternalPower_uw: 847
  p_leak_uw: 0.000746
job:
  maxCapViolCount: 0
  warnings: 26
layout:
  fin_cells: 153
  syn_to_final_growth_pct: 23.8
  drive_above_1_share: 0.280
placement:
  place_congestion: 0.735
  port_buffers: 21
  place_inst: 145
  hpwl_mm: 1.35
-- cell type report --
class	instances	area, um^2
multi-input combinational	28	320
timing repair buffer	22	218
clock buffer	6	82.6
sequential	43	1150
tap	46	57.6
fill	286	1610
clock inverter	2	8.76
inverter	6	22.5
-- path summary, 6_finish.rpt --
check | from | endpoint | slack, ns
setup reg to reg | txBitCount_rg[0] | spiPociBit_rg | 1.46
setup / recovery | preloadPoci_rg | b_SPI_POCI | 1.30
min in group asynchronous | i_SPI_CS_n | rxBitCount_rg[2] | 0.71
hold / removal | rxDone_rg | rxDoneMeta_rg | 0.35
max in group clk1 | rxDoneMeta_rg | o_rxData[3] | 1.47
max in group asynchronous | i_arst | o_rxData[4] | 1.77
min in group clk0 | tempRxByte_rg[6] | rxByte_rg[7] | 0.42
hold reg to reg | rxDone_rg | rxDoneMeta_rg | 0.35
-- sequential cells by signal, summed over array words and instances, names as in the netlist --
signal          count
rxBitCount_rg       3
rxDoneMeta_rg       1
preloadPoci_rg      1
txBitCount_rg       3
rxByte_rg           8
tempRxByte_rg       7
rxDone_rg           1
txByte_rg           8
o_rxDataValid       1
o_rxData            8
rxDoneSync_rg       1
spiPociBit_rg       1
-- cell families (layout without fill, tap and decap cells) --
logic type                 Yosys count  after routing  share of synthesized area
DFF                                 43             43                      0.766
muxes                               20             20                      0.170
buffers and inverters                8             36                     0.0208
adders and majority gates            3              3                     0.0250
and+or+nand+nor                      3              3                    0.00999
other                                1              1                    0.00250
xor gates and xnor gates             1              1                    0.00583
-- per-layer routing --
metal | share of wire | vias to the layer above | global-route usage
met5 | 0 | - | 0
met2 | 0.42 | 24 | 0.140
met1 | 0.49 | 342 | 0.196
li1 | - | 331 | -
met4 | 0.027 | 0 | 0.0284
met3 | 0.061 | 5 | 0.0460
-- through the flow --
| stage | area, um^2 | setup WS (ns) | utilization | hold slack (ns) |
|---|---|---|---|---|
| final | 1860 | 1.30 | 0.536 | 0.354 |
| after global routing | 1860 | 1.27 | 0.536 | 0.373 |
| after CTS | 1860 | 1.29 | 0.536 | 0.359 |
| after detailed placement | 1770 | 1.16 | 0.510 | 0.336 |
| after global placement | 1770 | 1.17 | 0.510 | 0.334 |
| after floorplan | 1500 | 1.39 | - | 0.331 |
-- power groups by stage --
| stage | Sequential, uW | Clock, uW | Combinational, uW |
|---|---|---|---|
| CTS | 644 | 379 | 46.3 |
| global route | 647 | 401 | 49.8 |
| finish | 644 | 362 | 45.2 |
-- layout by cell type (no fill, tap or decap), drive strengths merged --
cell / synthesis / final
nand2: 1 / 1
conb: 1 / 1
clkbuf: 1 / 6
edfxtp: 15 / 15
dfrtp: 23 / 23
mux4: 2 / 2
buf: 1 / 1
clkinv: 0 / 2
inv: 6 / 6
dfstp: 4 / 4
clkdlybuf4s50: 0 / 21
nor2b: 1 / 1
mux2: 18 / 18
xor2: 1 / 1
ha: 3 / 3
nor3: 1 / 1
dfxtp: 1 / 1
Power is estimated from default activity; no workload was simulated.
